### flow/config.mk
export PLATFORM = sky130hd
export DESIGN_NAME = spi_top
export DESIGN_NICKNAME = spi_top
export VERILOG_FILES = /design/flow/design.v
export SDC_FILE = /design/flow/constraint.sdc
export NUM_CORES = 4
export LEC_CHECK = 1
export CORE_UTILIZATION = 30
### flow/constraint.sdc
current_design spi_top

set clk_period 6.6
set clk_io_pct 0.2

create_clock -name clk0 -period $clk_period [get_ports {clk}]

set non_clock_inputs [all_inputs -no_clocks]
set_input_delay [expr $clk_period * $clk_io_pct] -clock clk0 $non_clock_inputs
set_output_delay [expr $clk_period * $clk_io_pct] -clock clk0 [all_outputs]
### flow/design.v
module spi_top #(parameter DATA_WIDTH = 12)(
   input 					clk,
   input 					reset,
   input [DATA_WIDTH-1:0]	din,
   input 					new_data,
   output 					done,
   output [DATA_WIDTH-1:0]	dout);
   wire cs, mosi, sclk;
   spi_master DUT_master(.clk(clk), .reset(reset), .din(din), .new_data(new_data), .cs(cs), .mosi(mosi), .sclk(sclk));
   spi_slave DUT_slave(.sclk(sclk), .mosi(mosi), .cs(cs), .done(done), .dout(dout));
endmodule
module spi_master #(parameter DATA_WIDTH = 12)(
   input 				  	clk,
   input 				  	reset,
   input [DATA_WIDTH-1:0] 	din,
   input 					new_data,
   output logic 			cs,
   output logic 			mosi,		 
   output logic 			sclk);
   int count_clk;
   int count_din;
   bit [DATA_WIDTH-1:0] temp;
   typedef enum bit [1:0] {idle = 2'b00, enable = 2'b01, send = 2'b10, finish = 2'b11} state_type;
   state_type state = idle;
   always@(posedge clk) begin
	  if(reset) begin
	     sclk		<= 0;
		 count_clk	<= 0;
	  end
	  else if(count_clk < 5) begin
	     count_clk 	<= count_clk + 1;
	  end
	  else begin
	     sclk		<= !sclk;
		 count_clk	<= 0;
	  end
	end
	always@(posedge sclk) begin
	  if(reset) begin
	     cs 	<= 1'b1;	 
		 mosi 	<= 1'b0;
	  end
      else begin
	     case(state)
		    idle: begin
		       if(new_data) begin
                  state	<= send;
			      temp	<= din;
				  cs	<= 1'b0;
		       end
			   else begin
			      state <= idle;
				  temp	<= 12'b0;
			   end
			end
			send: begin
              if(count_din <= DATA_WIDTH-1) begin
			      mosi		<= temp[count_din];		 
				  count_din <= count_din + 1;
			   end
			   else begin
			      state		<= idle;
			      cs 		<= 1'b1;
				  mosi		<= 1'b0;
				  count_din <= 0;
			   end
			end
			default : state <= idle;
	     endcase
	  end
    end
endmodule
module spi_slave #(parameter DATA_WIDTH = 12)(
	input							sclk,
	input							mosi,
	input							cs,
	output logic [DATA_WIDTH-1:0]	dout,
	output logic					done);
    typedef enum bit {detect_state = 1'b0, read_state = 1'b1} state_type;
	state_type state = detect_state;
	logic [DATA_WIDTH-1:0] temp = 12'h000;
	int count;
	always@(posedge sclk) begin
      case(state)
			detect_state: begin
              	done <= 1'b0;	 
				if(cs == 1'b0) begin
					state <= read_state;
				end
				else begin
					state <= detect_state;
                end
			end
			read_state: begin
				if (count <= DATA_WIDTH-1) begin
					count <= count+1;
					temp <= {mosi, temp[DATA_WIDTH-1:1]};
				end
				else begin
					count <= 0;
					state <= detect_state;
					done <= 1'b1;
				end
			end	
		endcase
	end
	assign dout = temp;
endmodule
### flow/run.sh
#!/bin/bash
# OpenROAD 26Q1-2900-gdf79404cd8, Yosys 0.63+post, stock flow scripts
make -C /OpenROAD-flow-scripts/flow DESIGN_CONFIG=/design/flow/config.mk WORK_HOME=/design/flow/orfs finish
==> CHANGELOG.md <==
### Physical design

* Cell Area, Placed at 6756 um2
* Reg2Reg Depth at 5
* Initial antenna violation count at 0
* Seq share, synth at 0.5555
* Starting Density at 0.3055
* Clk pin slew, worst setup/hold paths at 50 ps
* CP Class: input pin to register
* Synth flops at 126
* Critical Path Start: reset
* Synthesized instance count at 576
* Worst r2r src: DUT_master.count_clk[15]
* Fill count at 2025
* Clk latency late pin at 270 ps
* Clock skew at 1.093 ps
* Critical path, cell by cell: clkdlybuf4s50_1, nand2b_1, buf_4, nor2_1
* Worst r2r dst: DUT_master.count_clk[31]
* CTS buffer count at 5
* Die area at 21120 um2
* Count leader, synth: nor2_1
* Worst reg-to-reg setup slack at 4780 ps
* Die Y at 145.3 um
* Overall power at 556.3 uW
* Crit path time final at 2314 ps
* Final setup TNS at 0 ps
* GPL Wtd Cong at 0.8368
* CTS tree: done
* Via density at 4.647
* Worst Setup Start Kind: input pin
* Non-Filler Instances at 869
* Area reported by Yosys stat at 6162 um2
* Hold crit path type: register to register
* Max-cap violation count at 0
* Clock buffer depth at 2
* Cell type with the largest total area: edfxtp_1
* ANT nets after route at 0
* Crit-path max cell delay at 580 ps
* Gr usage total at 0.1138
* 1st-pass router iterations at 4
* H-tree depth at 2
* Starting DRC count in detailed routing at 225
* I/O pin count at 28
* Clock Tree Root: clkbuf_16
* Yosys warning tally at 2
* Status: finished clean
* Crit. End Element: register
* Max Clock Freq at 432.1 MHz
* Min-delay src: DUT_master.count_clk[0]
* Slowest-stage cell, CP: clkdlybuf4s50_1
* Mapped Area at 6162 um2
* Ys cells at 576
* Placed cells at 861
* Commonest flop: edfxtp_1
* Layout cells sized above 1 at 0.06177
* Drt wl/cell at 12.76 um
* Hold depth at 1
* Vias in the first global route at 3889
* Maximum vdd drop at 0.1463 mV
* Required @ worst endpoint at 6750 ps
* Endpoints left unconstrained at 196
* RSZ-0062 raised after global routing: no
* Largest net degree at the start of global routing at 94
* Relative slew slack at 0.4782
* Vias at 4038
* Tool Warnings at 26
* Diodes inserted at 0
* Post-CTS Setup Bufs at 0
* Fin. max-slew vios at 0
* FFs w/ async S/R, synth at 0
* CTS resizes at 0
* Total gr overflow at 0
* Distinct cells, synth at 42
* Largest delay share family, worst path: buffers and inverters
* Synth top cells by count: nor2_1, edfxtp_1, xor2_1, xnor2_1, dfxtp_1
* Number of buffers added on ports at 27
* Top cell area share at 0.4386
* DRC viols at 0
* Std cell rows at 52
* Worst slew pin tran at 782.8 ps
* Routed WL at 11090 um
* Hold buffers post-CTS at 0
* Hold Path Sink: DUT_master.count_clk[0]
* Post-synthesis average cell area at 10.70 um2
* Core footprint at 20170 um2
* Register pins left without a clock at 93
* EDFF count, synth at 90
* Part of the cycle the worst path needs at 0.3506
* Top cells by area: edfxtp_1, dfxtp_1, nor2_1
* First-pass GRT wire length at 19220 um
* P&R area growth vs syn at 11.86%
* Critical path buffers and inverters at 2
* Hpwl dp at 7720 um
* # setup viols final at 0
* Power density over the cells at 80.71 nW/um2
* Fin area at 6893 um2
* Final Hold Viols at 0
* Worst-path maximum fanout at 32
* Critical path arrival at 2460 ps
* Leakage at 2.179 nW
* Die width at 145.3 um
[cell usage in the layout, fill, tap and decap left out, types with 5 or more instances in the layout]
cell	instances
edfxtp_1	90
or3_1	5
inv_1	17
xor2_1	44
nor4_1	24
and2_1	18
dfxtp_1	35
nand4_1	33
clkbuf_16	5
nand2_1	30
nand3_1	26
nor2_2	6
nor3_1	11
nor2_1	105
buf_4	9
xnor2_1	43
and4_1	9
clkdlybuf4s50_1	27
nor4_2	7
and3_1	15
[power by group]
| part | switching (mW) | internal, mW |
|---|---|---|
| Combinational | 0.0375 | 0.0274 |
| Clock | 0.0762 | 0.140 |
| Sequential | 0.0157 | 0.260 |
[registers in the layout (all words and copies together), names as in the netlist]
name / count
DUT_master.count_clk: 32
DUT_master.count_din: 32
DUT_master.cs: 1
DUT_master.mosi: 1
DUT_master.sclk: 1
DUT_master.state: 1
DUT_master.temp: 12
DUT_slave.count: 32
DUT_slave.done: 1
DUT_slave.state: 1
DUT_slave.temp: 12
[kinds of logic after synthesis]
| family | Yosys count | share of synthesized area |
|---|---|---|
| fa+ha+maj | 4 | 0.008122 |
| buf+inv | 38 | 0.02497 |
| flops | 126 | 0.5555 |
| simple gates | 302 | 0.2595 |
| mux | 4 | 0.01259 |
| compound gates | 15 | 0.01564 |
| xor+xnor | 87 | 0.1237 |
[layer usage]
metal | global-route usage | vias up | routed length [um]
met5 | 0 | - | 0
met4 | 0.003684 | 0 | 0
li1 | - | 2081 | -
met2 | 0.1690 | 66 | 4867
met3 | 0.01734 | 0 | 362
met1 | 0.1941 | 1891 | 5856
[final cells by class]
type,instances,area (um2),area share
Tap cell,270,337.8,0.04901
Timing Repair Buffer,36,337.8,0.04901
Clock buffer,8,136.4,0.01979
Multi-Input combinational cell,412,2592,0.3761
Inverter,17,63.81,0.009258
Sequential cell,126,3425,0.4968
[worst max-delay path by stage]
stage | to | depth (start not counted)
4_1_cts | DUT_master.count_clk[13] | 4
5_1_grt | DUT_master.count_clk[7] | 4
6_report | DUT_master.count_clk[13] | 4
[stage by stage]
step	util	hold slack, ps	setup slack (ps)
final	0.3417	455.5	4286
after global routing	0.3417	511.6	4228
after CTS	0.3417	460.1	4293
after detailed placement	0.3350	448.2	4004
after global placement	0.3350	439.2	4019
after floorplan	-	430.0	4661
Power and IR drop assume default switching activity.
